$ cat ./design.v
module traffic_light(
    input clk,
    input rst,
    output reg [2:0] light_N,   
    output reg [2:0] light_E,   
    output reg [2:0] light_S,   
    output reg [2:0] light_W,    
    output reg [3:0] wait_time   
);
    parameter S_GREEN_N = 3'b000, 
              S_YELLOW_N = 3'b001,
              S_RED_N_GREEN_E = 3'b010, 
              S_RED_N_YELLOW_E = 3'b011,
              S_RED_E_GREEN_S = 3'b100, 
              S_RED_E_YELLOW_S = 3'b101,
              S_RED_S_GREEN_W = 3'b110, 
              S_RED_S_YELLOW_W = 3'b111,
              S_RED_W_GREEN_N = 4'b1000, 
              S_RED_W_YELLOW_N = 4'b1001;
    reg [3:0] count;
    reg [3:0] current_state, next_state;
    parameter GREEN_TIME = 10, 
              YELLOW_TIME = 2;
    always @(posedge clk or posedge rst) begin
        if (rst) begin
            current_state <= S_GREEN_N;
            count <= 0;
            wait_time <= 0;
        end else begin
            if (count < (current_state == S_YELLOW_N ? YELLOW_TIME : GREEN_TIME)) begin
                count <= count + 1;
                wait_time <= wait_time + 1;  
            end else begin
                current_state <= next_state;
                count <= 0;
                wait_time <= 0;  
            end
        end
    end
    always @(*) begin
        light_N = 3'b100;  
        light_E = 3'b100;  
        light_S = 3'b100;  
        light_W = 3'b100;  
        case (current_state)
            S_GREEN_N: begin
                light_N = 3'b001;  
                next_state = S_YELLOW_N;
            end
            S_YELLOW_N: begin
                light_N = 3'b010;  
                next_state = S_RED_N_GREEN_E;
            end
            S_RED_N_GREEN_E: begin
                light_E = 3'b001;  
                next_state = S_RED_N_YELLOW_E;
            end
            S_RED_N_YELLOW_E: begin
                light_E = 3'b010;  
                next_state = S_RED_E_GREEN_S;
            end
            S_RED_E_GREEN_S: begin
                light_S = 3'b001;  
                next_state = S_RED_E_YELLOW_S;
            end
            S_RED_E_YELLOW_S: begin
                light_S = 3'b010;  
                next_state = S_RED_S_GREEN_W;
            end
            S_RED_S_GREEN_W: begin
                light_W = 3'b001;  
                next_state = S_RED_S_YELLOW_W;
            end
            S_RED_S_YELLOW_W: begin
                light_W = 3'b010;  
                next_state = S_RED_W_GREEN_N;
            end
            S_RED_W_GREEN_N: begin
                light_N = 3'b001;  
                next_state = S_RED_W_YELLOW_N;
            end
            S_RED_W_YELLOW_N: begin
                light_N = 3'b010;  
                next_state = S_GREEN_N;
            end
            default: begin
                light_N = 3'b100;  
                light_E = 3'b100;
                light_S = 3'b100;
                light_W = 3'b100;
                next_state = S_GREEN_N;  
            end
        endcase
    end
endmodule
$ cat ./run.sh
#!/bin/bash
# OpenROAD 26Q1-2900-gdf79404cd8, Yosys 0.63+post, stock flow scripts
make -C /OpenROAD-flow-scripts/flow DESIGN_CONFIG=/design/flow/config.mk WORK_HOME=/design/flow/orfs finish
$ cat ./config.mk
export PLATFORM = sky130hd
export DESIGN_NAME = traffic_light
export DESIGN_NICKNAME = traffic_light
export VERILOG_FILES = /design/flow/design.v
export SDC_FILE = /design/flow/constraint.sdc
export NUM_CORES = 4
export LEC_CHECK = 1
export CORE_AREA = 10 10 71 71
export DIE_AREA = 0 0 81 81
$ cat ./constraint.sdc
current_design traffic_light

set clk_period 2.6
set clk_io_pct 0.2

create_clock -name clk0 -period $clk_period [get_ports {clk}]

set non_clock_inputs [all_inputs -no_clocks]
set_input_delay [expr $clk_period * $clk_io_pct] -clock clk0 $non_clock_inputs
set_output_delay [expr $clk_period * $clk_io_pct] -clock clk0 [all_outputs]
==> out/qor.txt <==
Status = finished clean
Total Wirelength = 1.397 mm
Setup TNS = 0 ns
Sequential share of power = 52.7%
Worst path slowest cell = clkdlybuf4s50_1
Measured slew at the worst slew-check pin = 0.4620 ns
Die height = 81 um
Top delay family on crit path = buffers and inverters
WP data arrival = 1.76 ns
Clock power share = 45.9%
Number of global-route vias before repair = 552
Yosys cell count = 72
Std-Cell Core Area = 3633 sq um
Log Warnings = 29
Mux cell area share = 0%
Cell Type Count = 22
Chip Area = 6561 sq um
Largest net degree at the start of global routing = 13
Net load switching power = 0.06528 mW
Clock Skews = 0.004076 ns
Mapped Cells = 72
DR vias = 542
Gate power share = 1.4%
Gr usage total = 4.471%
Antenna-violating nets left = 0
Vias per cell = 3.899
Total power = 0.3554 mW
Root Driver = clkbuf_8
Lkg Pwr = 0.4268 nW
Setup repair bufs after CTS = 0
Type of the worst min-delay path = flip-flop to flip-flop
Final Instance Count excl. Fillers = 139
Worst path required time = 2.08 ns
Post-layout period usage = 87.62%
Synthesized area = 689.4 sq um
Critical path type = flip-flop to output port
Setup crit end kind = output port
Clock sinks = 12
Number of CTS-inserted buffers = 3
Initial antenna violation count = 0
RD Place Congestion = 0.8288
Residual DRC = 0
Final min period = 2.278 ns
Average cell area after synthesis = 9.575 sq um
Yosys adder share = 14.52%
Startpoint type of the worst setup path = flip-flop
Yosys stat area = 689.4 sq um
Peak supply drop = 138.4 uV
Area grow syn2layout = 37.75%
PostCTS Resize Cnt = 0
WP buf/inv = 2
Final setup fails = 0
DP Wirelength = 1.131 mm
Cell total after placement = 136
Post-synth seq share = 43.56%
Num ports = 18
First-pass GRT wire length = 2.421 mm
F_max = 0.4390 GHz
Most frequent logic cell in the layout = clkdlybuf4s50_1
Switching share of power = 18.37%
Layout cell share with drive strength beyond 1 = 7.692%
CTS H-tree lvls = 1
Avg WL per Cell = 10.05 um
Max-slew violations = 0
Critical path, cell by cell = inv_1 -> ha_1 -> nor2b_1 -> clkdlybuf4s50_1
1st-pass router iterations = 2
Ys Warns = 1
Num rows = 22
CTS tree = built
P per Cell Area = 374.3 nW/um^2
Critical Path Max Stage Delay = 0.51 ns
Crit Path Max Fanout = 7
N_diodes = 0
Worst-Skew Late Latency = 0.24 ns
Comb area leader = simple AND/OR/NAND/NOR gates
Yosys aoi share = 9.437%
Initial DRC count = 23
Max-Cap Viols = 0
RSZ-0062 raised after global routing = false
Simple Share, Synth = 23.05%
Congestion Overflow GR = 0
Pint = 0.2901 mW
Pre-Place Util = 18.97%
Most instantiated logic cells after routing = 17 x clkdlybuf4s50_1, 12 x dfrtp_1, 10 x nor2_1
Final Hold Fails = 0
CTS Hold Bufs = 0
Yosys xor share = 5.082%
Die W = 81 um
Flops out of synthesis = 12
Port buffer count = 17
Clk buf depth = 2
Reg clk slew, reported paths = 0.05 ns
Slew headroom = 69.16%
metal layers:
metal	share of wire [%]	track usage [%]
met1	45	5.552
met2	41	7.166
met3	12	1.893
met4	1.6	0.8651
met5	0	0
cells by family after synthesis:
| logic type | Yosys count |
|---|---|
| fa+ha+maj | 8 |
| buf+inv | 6 |
| xor+xnor | 4 |
| flops | 12 |
| compound gates | 10 |
| simple gates | 32 |
cell usage after synthesis:
master / instances / share of area (%)
a21oi_2: 1 / 1.3
nand3_1: 2 / 1.5
nand2_1: 5 / 2.7
a21oi_1: 1 / 0.73
nor2_1: 10 / 5.4
xor2_1: 2 / 2.5
o21ai_0: 4 / 2.9
and2_1: 7 / 6.4
or2_1: 1 / 0.91
nor3_1: 2 / 1.5
buf_6: 1 / 1.6
inv_1: 5 / 2.7
or2_2: 1 / 0.91
nor2b_1: 3 / 2.7
ha_1: 8 / 15
xnor2_1: 2 / 2.5
o31ai_1: 1 / 1.1
o21ai_2: 1 / 1.3
and2b_1: 1 / 1.1
dfrtp_1: 12 / 44
o21a_2: 1 / 1.3
o22ai_1: 1 / 0.91
sequential cells by signal, indices dropped and copies added (netlist names):
register / flops
wait_time: 4
current_state: 4
count: 4
area by class of cell:
cell class              count  area (sq um)
multi-input cells          54         359.1
fillers                   381          2684
inverters                   5         18.77
repair buffers             17         170.2
clock buffers               3         41.29
well taps                  48         60.06
flip-flops and latches     12         300.3
through the flow:
| step | setup WS (ns) | hold slack [ns] | utilization, % | area, sq um |
|---|---|---|---|---|
| floorplan | 0.8342 | 0.3847 | - | 689.4 |
| global placement | 0.6437 | 0.4464 | 25.00 | 908.4 |
| detailed placement | 0.5793 | 0.4589 | 25.00 | 908.4 |
| CTS | 0.3212 | 0.4653 | 26.14 | 949.7 |
| global route | 0.2109 | 0.4969 | 26.14 | 949.7 |
| finish | 0.3220 | 0.4618 | 26.14 | 949.7 |
final timing paths:
kind | start | endpoint | slack, ns | depth (start not counted)
min reg2reg | count[0] | count[0] | 0.46 | 1
min in group asynchronous | rst | count[1] | 0.60 | 2
max | current_state[1] | light_N[0] | 0.32 | 4
max reg2reg | current_state[1] | current_state[1] | 0.62 | 7
max in group asynchronous | rst | wait_time[3] | 1.68 | 2
min | count[0] | count[0] | 0.46 | 1
power by group through the flow:
stage                 logic [mW]  registers, mW  clock network (mW)
final                    0.00513          0.187               0.163
after global routing     0.00578          0.187               0.174
after CTS                0.00544          0.187               0.168
Power is estimated from default activity; no workload was simulated.
